[design/flow/config.mk]
export PLATFORM = sky130hd
export DESIGN_NAME = memoryAccess
export DESIGN_NICKNAME = memoryAccess
export VERILOG_FILES = /design/flow/design.v
export SDC_FILE = /design/flow/constraint.sdc
export NUM_CORES = 4
export LEC_CHECK = 1
export CORE_UTILIZATION = 50
[design/flow/constraint.sdc]
current_design memoryAccess

set clk_period 7.4
set clk_io_pct 0.2

create_clock -name clk0 -period $clk_period [get_ports {clk}]

set non_clock_inputs [all_inputs -no_clocks]
set_input_delay [expr $clk_period * $clk_io_pct] -clock clk0 $non_clock_inputs
set_output_delay [expr $clk_period * $clk_io_pct] -clock clk0 [all_outputs]
[design/flow/design.v]
`timescale 1us/1us
module memoryAccess(clk,op2,aluResult,isLd,isSt,ldResult,mar,mdr);
	input [31:0] op2,aluResult;
	input clk,isLd,isSt;
	output [31:0] ldResult;
	output [31:0] mar,mdr;
	reg [31:0] data_mem [31:0];  
	assign mar = (isSt||isLd)?aluResult:32'bz;
	assign mdr = (isSt)?op2:32'bz;
	assign ldResult = (isLd)?data_mem[mar]:32'bz;
	always @ (posedge clk) begin
		if(isSt) begin
			data_mem[mar] <= mdr;
		end
	end
endmodule
module tb_memoryAccessUnit;
	reg isLd,isSt;
	reg [31:0] op2,aluResult;
	wire [31:0] ldResult,mar,mdr;
	memoryAccess ma_instance(.op2(op2),.aluResult(aluResult),.isLd(isLd),
	.isSt(isSt),.ldResult(ldResult),.mar(mar),.mdr(mdr));
	initial begin
		isLd = 0;
		isSt = 0;
		op2 = 32'b11111111111111111111111111111111;
		aluResult = 32'b00000000000000000000000000011000;
		#20
		isSt = 1;
		#20
		isSt = 0;
		op2 = 32'b11111111111111111111111111100011;
		aluResult = 32'b00000000000000000000000000010100;
		#20
		isSt = 1;
		#20
		isSt = 0;
		#40
		aluResult = 32'b00000000000000000000000000011000;
		isLd = 1;
		#20
		isLd = 0;
		#20;
		aluResult = 32'b00000000000000000000000000010100;
		isLd = 1;
		#20
		isLd = 0;
		#20;		
	end
endmodule
[design/flow/run.sh]
#!/bin/bash
# OpenROAD 26Q1-2900-gdf79404cd8, Yosys 0.63+post, stock flow scripts
make -C /OpenROAD-flow-scripts/flow DESIGN_CONFIG=/design/flow/config.mk WORK_HOME=/design/flow/orfs finish
==> run notes <==
run metrics: status=complete, no violations, HPWL after DPL=51600 um, Top-area cell share=77.69%, switching power=about 2400 uW, Area growth, synth to finish=13.94%, Largest regs=data_mem x1024, slew margin rel.=33.48%, Fmax=156.0 MHz, Yosys Instances=around 2100, Synth Seq Share=77.69%, core area=77850 um^2, Final Wtd Congestion=0.8292, CTS clk-pin slew, worst paths=0.06 ns, Final Instance Count excl. Fillers=3383, Ant. Diodes=0, post-layout min period=6.412 ns, CP endpoint kind=primary output, Root Buffer=clkbuf_16, post-synthesis register bit count=1024, DP Cell Count=3198, Pins Over Slew Limit=0, period utilization=between 80 and 90%, Mapped Avg Cell Area=between 15 and 20 um^2, Die Wd=283.4 um, htree depth=3, CTS Buf Count=101, register area=between 30000 and 40000 um^2, internal power=9513 uW, initial antenna violation count=0, tool warning count=27, vias per cell=5.939, Worst path slowest cell=clkdlybuf4s50_1, # rows=102, power density cells=265.0 nW/um^2, max-cap violation count=0, die area=~80000 um^2, WL/cell=28.23 um, CP dominant cell by count=clkdlybuf4s50_1, CP max FO=32, die height=283.4 um, Synth area leader=edfxtp_1, Seq pwr share=between 50% and 60%, Area after DPL=41910 um^2, first-pass GRT wire length=138000 um, max reg flops=1024, Final Hold Viols=0, required time of the critical path=5.92 ns, power share of the combinational group=4.9%, biggest cell delay along the critical path=0.98 ns, DRT antenna net count=0, Synth Instances=2139, Setup crit start kind=primary input, I/O pin cnt=163, Lkg Pwr=0.01547 uW, port buffer count=107, Setup Buffers After CTS=0, Vias=20090, class of the worst hold path=primary input to flip-flop, critical path buffer and inverter count=3, fp_density=50.84%, vias in the first global route=20950, Biggest register=data_mem, CTS tree=built, synthesis area per yosys=between 30000 and 40000 um^2, CP arrival=4.93 ns, count of cell types in the netlist=22, Switching Fraction=20.39%, top cells, area=edfxtp_1 (78%), mux2i_1 (13%), o22ai_1 (4.0%), critical-path cell list=clkdlybuf4s50_1 > buf_4 > or4b_4 > o22ai_1 > nor4_1 > nand2_1 > clkdlybuf4s50_1, total track usage=26.87%, Post-Layout Inst Area=around 45000 um^2, fillers=between 5000 and 6000, Gate Area=about 8000 um^2, WL final=95500 um, share of layout cells above drive strength 1=12.25%, Worst Hold Launch=op2[2], Crit Path Class=primary input to primary output, DR pass1 iterations=5, setup TNS=0 ns, PostCTS Resize Cnt=0, Worst VDD drop=0.0001760 V, RSZ-0062 raised after global routing=no, DRC Markers=0, CP startpoint=aluResult[4], Worst Tran Pin Value=slightly below 1 ns, CTS Buffer Depth=3, cell family with most CP delay=buffers and inverters, Mapped Area=39580 um^2, hold-fix buffers at CTS=0, Synth Warn #=4, Sink Count=1024, largest net degree at the start of global routing=about 97, Final setup viols=0, Clock power frac=41.0%, Iteration-0 DRC Markers=1124, grt total ovfl=0
-- cells in the final DEF (no fill, tap or decap), types with 9 or more instances in the layout --
| master | count |
|---|---|
| clkbuf_1 | 21 |
| o22ai_1 | 256 |
| nand2_1 | 34 |
| mux2i_1 | 512 |
| edfxtp_1 | 1024 |
| clkinv_2 | 17 |
| clkinv_1 | 26 |
| nor2_4 | 28 |
| buf_4 | 97 |
| clkbuf_16 | 101 |
| nor4_1 | 64 |
| bufinv_16 | 9 |
| clkdlybuf4s50_1 | 106 |
-- layer usage --
metal,share of wire [%],GRT usage (%)
met5,0.14,2.024
met4,2.0,4.703
met3,18,22.01
met2,46,37.52
met1,33,34.78
-- worst paths after layout --
kind	cells past startpoint	slack, ns	end
max	7	0.99	ldResult[21]
min	2	1.64	data_mem[7][2]
-- through the flow --
| step | total power, uW | utilization, % | hold WS [ns] | setup slack [ns] |
|---|---|---|---|---|
| 2_1_floorplan | 6886 | - | 1.579 | 2.251 |
| 3_3_place_gp | 7169 | 53.83 | 2.307 | 1.110 |
| 3_5_place_dp | 7180 | 53.83 | 2.316 | 1.085 |
| 4_1_cts | 12030 | 57.93 | 1.616 | 1.050 |
| 5_1_grt | 12320 | 57.93 | 1.646 | 0.8209 |
| 6_report | 11950 | 57.93 | 1.638 | 0.9883 |
-- power groups by stage --
stage	Combinational, uW	Sequential, uW	Clock [uW]
after global routing	635	6470	5210
after CTS	595	6470	4970
final	588	6470	4890
-- cell families after synthesis --
group / Yosys count / synth area share (%)
flip-flops: 1024 / 77.69
AND/OR/NAND/NOR: 157 / 2.276
multiplexers: 512 / 12.95
AND-OR/OR-AND: 256 / 4.046
buffers and inverters: 190 / 3.044
-- cell usage after synthesis --
cell and n:
or4b_1 1, or4_4 1, nor2_1 29, edfxtp_1 1024
or4b_4 3, buf_4 66, nand4_1 1, o22ai_1 256
or3_1 1, nand4bb_1 6, nand4b_1 4, nand3_1 2
nor4_1 64, nor3_1 4, nand3b_1 4, or3b_2 3
buf_2 81, mux2i_1 512, buf_1 1, clkbuf_1 23
buf_6 19, nand2_1 34
-- cell type report --
type	count	share of cell area, %
flip-flops and latches	1024	68.18
multi-input cells	925	17.64
clock buffers	122	5.779
repair buffers	209	4.223
well taps	1040	2.885
clock inverters	63	1.293
Power and IR drop assume default switching activity.
